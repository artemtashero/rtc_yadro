<file path="design/flow/run.sh">
#!/bin/bash
# OpenROAD 26Q1-2900-gdf79404cd8, Yosys 0.63+post, stock flow scripts
make -C /OpenROAD-flow-scripts/flow DESIGN_CONFIG=/design/flow/config.mk WORK_HOME=/design/flow/orfs finish
</file>
<file path="design/flow/config.mk">
export PLATFORM = sky130hd
export DESIGN_NAME = divider
export DESIGN_NICKNAME = divider
export VERILOG_FILES = /design/flow/design.v
export SDC_FILE = /design/flow/constraint.sdc
export NUM_CORES = 4
export LEC_CHECK = 1
export CORE_UTILIZATION = 30
</file>
<file path="design/flow/constraint.sdc">
current_design divider

set clk_period 4.1
set clk_io_pct 0.2

create_clock -name clk0 -period $clk_period [get_ports {clk_i}]

set non_clock_inputs [all_inputs -no_clocks]
set_input_delay [expr $clk_period * $clk_io_pct] -clock clk0 $non_clock_inputs
set_output_delay [expr $clk_period * $clk_io_pct] -clock clk0 [all_outputs]
</file>
<file path="design/flow/design.v">
module div_comp (
  input  logic [31:0] a_i,
  input  logic [31:0] const_i,
  output logic        flag_o
);
  always_comb begin
    if (a_i == const_i)
      flag_o = 1;
    else
      flag_o = 0;
  end
endmodule
module div_counter (
  input  logic        clk_i,
  input  logic [31:0] const_i,
  input  logic        enable_i,
  input  logic        rstn_i,
  output logic [31:0] cur_value_o
);
  always_ff @(posedge clk_i or negedge rstn_i) begin
    if (!rstn_i)
      cur_value_o <= 32'b0;
    else if (enable_i && (cur_value_o == const_i))
      cur_value_o <= 32'b0;
    else if (enable_i)
      cur_value_o <= cur_value_o + 1;
    else if (!enable_i)
      cur_value_o <= 32'b0;
  end
endmodule
module div_trig (
  input  logic enable_i,
  input  logic clk_i,
  input  logic rstn_i,
  input  logic D_i,
  output logic Q_o
);
  always_ff @( posedge clk_i or negedge rstn_i ) begin
    if (!rstn_i)
      Q_o <= 0;
    else if (enable_i)
      Q_o <= D_i;
  end
endmodule
module divider (
  input  logic        clk_i,
  input  logic [31:0] const_i,
  input  logic        enable_i,
  input  logic        rstn_i,
  output logic        clk_o
);
  logic [31:0] div_counter_out;
  logic trig_fb;
  div_counter divider_counter (
    .clk_i(clk_i),
    .const_i(const_i),
    .enable_i(enable_i),
    .rstn_i(rstn_i),
    .cur_value_o(div_counter_out)
  );
  div_comp divider_comp (
    .a_i(div_counter_out),
    .const_i(const_i),
    .flag_o(comp_out)
  );
  div_trig divider_trig (
    .enable_i(comp_out),
    .clk_i(clk_i),
    .rstn_i(rstn_i),
    .D_i(trig_fb),
    .Q_o(clk_o)
  );
  assign trig_fb = ~clk_o;
endmodule
</file>
==> results.txt <==
fresh numbers from the pnr run: status completed, R2R Path End divider_counter.cur_value_o[26], worst rel slew slack 0.5610, clk buf depth 2, Top cell area share 0.4253, hold buffers post-CTS 0, critical path cell sequence clkdlybuf4s50_1 -> xor2_1 -> nor4_1 -> nand4_1 -> o21ai_2 -> buf_4 -> nor2_1, Tightest Pin Transition ~0.65 ns, Critical Path AT between 2 and 2.5 ns, Post-Synthesis Cells 198, Fillers 625, yosys cell count 198, max-cap violations 0, I/O Buffers 35, top_reg_cell synth dfrtp_1, RSZ-0062 raised after global routing no, P&R area growth vs syn 27.84%, Post-DP Area about 0.0024 mm², Antenna Nets Post-Route 0, reg2reg path depth 6, Top cells by area dfrtp_1 43%, xor2_1 25%, nor2_1 7.2%, nand4_1 4.2%, xnor2_1 2.7%, Max rail drop VDD 0.1160 mV, post-detailed-route wirelength per cell 14.14 µm, row cnt 28, CTS buffer count 5, Setup TNS 0 ns, Crit path max-delay family buffers and inverters, final WL 4412 µm, post-CTS setup buffer count 0, Synth area leader dfrtp_1, reg-to-reg slack, setup 2.01 ns, clock transition at the registers of the reported paths 0.07 ns, fin area 0.002482 mm², Root Buffer clkbuf_8, Horiz. Die Dim a little over 80 µm, Synth Cell Area 0.001942 mm², Peak Freq 439.0 MHz, TritonCTS clock tree built, Crit Reg-Reg Startpoint divider_counter.cur_value_o[0], Init Core Util 0.3186, most numerous cell in the Yosys netlist xor2_1, post-DP HPWL 3272 µm, post-CTS sizing 0, first-pass GRT wire length 6900 µm, Late-Pin Clk Latency 0.29 ns, Seq cells post-synth 33, chip area 0.006799 mm², Final setup viols 0, Gate Area between 0.001 and 0.0015 mm², register area share after synthesis 0.4253, Hold Crit Start divider_trig.Q_o, Syn. warnings 4, critical setup path kind input pin to flip-flop, Leak 0.001125 µW, Final Hold Slack 0.4732 ns, vias per cell approximately 4.6, synth cell count leaders 56 x xor2_1, 37 x nor2_1, 33 x dfrtp_1, Slew Viols, Final 0, YS chip area between 0.0015 and 0.002 mm², final clock skew 0.007237 ns, Critical Path End Type flip-flop, PD cells 271.9 mW/mm², Unique cell types 25, Tool Warnings 25, EDFF count, synth 0, Critical Path Stages 7, via count 1,434, initial antenna violation count 0, DR iter-0 viols 42, H-tree depth 2, WHS Endpoint divider_trig.Q_o, worst hold stages 1, Crit Path Max Fanout 18, layout cells sized above 1 0.08439, Max stage delay on crit path 0.41 ns, Max stage delay cell, worst path clkdlybuf4s50_1, Tot GR Track Use 0.1424, global route total overflow 0, GPL Wtd Cong about 0.84, Die Y 82.46 µm, largest net degree at the start of global routing 34, I/O Pins 36, cycle use final 0.5556, First-pass DRT Iterations 4, min Tclk post-route 2.278 ns, core box area 0.006096 mm², hold crit path type flip-flop to flip-flop, ys async rst share 1.000, nature of the critical path startpoint input pin, vias in the first global route between 1,000 and 1,500, data required time of the worst path 4.27 ns, clock sink total 33, final count of hold timing violations 0, FF+latch area 825.8 µm², Crit path buffers/inverters 2, Post-route DRC 0, n_diodes 0, Post-Synthesis Mean Instance Area 9.807 µm²
power by group:
part	switching, µW	leakage (µW)	internal (µW)
Combinational	31.6	0.000612	41.5
Clock	118	0.0000542	152
Sequential	3.86	0.000459	328
cells by family after synthesis:
logic type | Yosys count | share of synthesized area
buf+inv | 9 | 0.01997
fa+ha+maj | 1 | 0.006442
xor+xnor | 62 | 0.2796
flops | 33 | 0.4253
simple gates | 90 | 0.2610
compound gates | 3 | 0.007725
sequential cells by signal, indices dropped and copies added (netlist names):
| name | cells |
|---|---|
| divider_trig.Q_o | 1 |
| divider_counter.cur_value_o | 32 |
metrics by stage:
step / total power (µW) / utilization / setup WS, ns / cells
6_report: 675.0 / 0.4072 / 1.822 / 312
5_1_grt: 701.2 / 0.4072 / 1.683 / 312
4_1_cts: 681.5 / 0.4072 / 1.817 / 312
3_5_place_dp: 411.9 / 0.3906 / 1.532 / 304
3_3_place_gp: 412.4 / 0.3906 / 1.558 / 304
2_1_floorplan: 359.2 / - / 2.108 / 198
worst max path at each step:
stage / startpoint / end / slack, ns
after CTS: const_i[4] / divider_counter.cur_value_o[10] / 1.82
after global routing: const_i[24] / divider_counter.cur_value_o[12] / 1.68
final: const_i[4] / divider_counter.cur_value_o[11] / 1.82
cell usage in the layout, fill, tap and decap left out, types with 2 or more instances in the layout:
master           instances
xor2_1                  56
nor2_1                  37
clkdlybuf4s50_1         35
dfrtp_1                 33
nand4_1                 13
nor4_1                   8
nand3_1                  8
nand2_1                  7
clkbuf_8                 7
xnor2_1                  6
and4_1                   4
and3_1                   4
buf_4                    3
nand3_2                  2
nor4_4                   2
per-layer routing:
metal,part of all wire,track usage,vias up
met5,0,0,-
met4,0.013,0.01579,0
met3,0.064,0.02564,6
met2,0.41,0.2050,42
met1,0.51,0.2328,641
li1,-,-,745
cell type report:
type                       count  area share
tap                           75     0.03780
clock inverter                 1    0.002016
multi-input combinational    156      0.4355
sequential                    33      0.3327
clock buffer                   7     0.03881
inverter                       2    0.003024
timing repair buffer          38      0.1502
worst reg2reg max path: stages (launching register included):
cell and delay [ns]:
dfrtp_1 0.43, ha_1 0.28, nand3_2 0.14, nor4_4 0.53, nand3_2 0.17, or3_1 0.34, a21oi_1 0.14
Power is estimated from default activity; no workload was simulated.
