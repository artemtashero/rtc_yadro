===== /design/flow/config.mk =====
export PLATFORM = sky130hd
export DESIGN_NAME = ir_ctrl
export DESIGN_NICKNAME = ir_ctrl
export VERILOG_FILES = /design/flow/design.v
export SDC_FILE = /design/flow/constraint.sdc
export NUM_CORES = 4
export LEC_CHECK = 1
export CORE_UTILIZATION = 50

===== /design/flow/constraint.sdc =====
current_design ir_ctrl

set clk_period 1.5
set clk_io_pct 0.2

create_clock -name clk0 -period $clk_period [get_ports {clk_i}]

set non_clock_inputs [all_inputs -no_clocks]
set_input_delay [expr $clk_period * $clk_io_pct] -clock clk0 $non_clock_inputs
set_output_delay [expr $clk_period * $clk_io_pct] -clock clk0 [all_outputs]

===== /design/flow/design.v =====
module ir_ctrl (
  input  logic        ir_i,
  input  logic        clk_i,       
  input  logic        rstn_i,
  input  logic [ 5:0] cur_sec_i,              
  input  logic [ 5:0] cur_min_i,              
  input  logic [ 4:0] cur_hour_i,             
  input  logic [ 1:0] cur_mode_i,             
  input  logic [ 2:0] cur_day_of_week_i,      
  input  logic [ 4:0] cur_day_of_month_i,     
  input  logic [ 3:0] cur_month_i,            
  input  logic [11:0] cur_year_i,
  input  logic [ 5:0] ir_out_sec_i,              
  input  logic [ 5:0] ir_out_min_i,              
  input  logic [ 4:0] ir_out_hour_i,             
  input  logic [ 1:0] ir_out_mode_i,             
  input  logic [ 2:0] ir_out_day_of_week_i,      
  input  logic [ 4:0] ir_out_day_of_month_i,     
  input  logic [ 3:0] ir_out_month_i,            
  input  logic [11:0] ir_out_year_i,
  output logic [ 5:0] ir_in_sec_o,              
  output logic [ 5:0] ir_in_min_o,              
  output logic [ 4:0] ir_in_hour_o,             
  output logic [ 1:0] ir_in_mode_o,             
  output logic [ 2:0] ir_in_day_of_week_o,      
  output logic [ 4:0] ir_in_day_of_month_o,     
  output logic [ 3:0] ir_in_month_o,            
  output logic [11:0] ir_in_year_o,
  output logic        ir_o
);
  logic equal;
  always_comb begin
    equal = (cur_sec_i == ir_out_sec_i) && (cur_min_i == ir_out_min_i) && (cur_hour_i == ir_out_hour_i) && (cur_mode_i == ir_out_mode_i) && 
                 (cur_day_of_week_i == ir_out_day_of_week_i) && (cur_day_of_month_i == ir_out_day_of_month_i) && (cur_month_i == ir_out_month_i) && (cur_year_i == ir_out_year_i);
  end
  always_ff @( posedge clk_i or negedge rstn_i ) begin
    if (!rstn_i) begin
      ir_o <= 0;
    end
    else if (equal) begin
      ir_o <= 1;
    end
    else begin
      ir_o <= 0;
    end
  end
  always_ff @( posedge clk_i or negedge rstn_i ) begin
    if (!rstn_i) begin
      ir_in_sec_o          <= 0;
      ir_in_min_o          <= 0;
      ir_in_hour_o         <= 0;
      ir_in_mode_o         <= 0;
      ir_in_day_of_week_o  <= 0;
      ir_in_day_of_month_o <= 0;
      ir_in_month_o        <= 0;
      ir_in_year_o         <= 0;
    end
    else if (ir_i) begin
      ir_in_sec_o          <= cur_sec_i;
      ir_in_min_o          <= cur_min_i;
      ir_in_hour_o         <= cur_hour_i;
      ir_in_mode_o         <= cur_mode_i;
      ir_in_day_of_week_o  <= cur_day_of_week_i;
      ir_in_day_of_month_o <= cur_day_of_month_i;
      ir_in_month_o        <= cur_month_i;
      ir_in_year_o         <= cur_year_i;
    end
    else begin
      ir_in_sec_o          <= ir_in_sec_o;
      ir_in_min_o          <= ir_in_min_o;
      ir_in_hour_o         <= ir_in_hour_o;
      ir_in_mode_o         <= ir_in_mode_o;
      ir_in_day_of_week_o  <= ir_in_day_of_week_o;
      ir_in_day_of_month_o <= ir_in_day_of_month_o;
      ir_in_month_o        <= ir_in_month_o;
      ir_in_year_o         <= ir_in_year_o;
    end                                   
  end
endmodule

===== /design/flow/run.sh =====
#!/bin/bash
# OpenROAD 26Q1-2900-gdf79404cd8, Yosys 0.63+post, stock flow scripts
make -C /OpenROAD-flow-scripts/flow DESIGN_CONFIG=/design/flow/config.mk WORK_HOME=/design/flow/orfs finish

==> impl_metrics.py <==
# Metrics from the implementation run
metrics = {
    "outcome": {
        "outcome": "stopped before the end",
        "haltStage": "detailed placement",
        "error_line": "[ERROR DPL-0036] Detailed placement failed.",
    },
    "floorplanning": {
        "boundaryPins": 133,
        "die_h_um": 66.6,
        "initCoreUtil": 0.522,
        "num_rows": 23,
        "die_w_um": 66.6,
    },
    "placed_design": {
        "portBuffers": 132,
        "gp_congestion": 0.775,
    },
    "yosys": {
        "synth_chip_area_um2": 2090,
        "ys_sh_xor": 0.180,
        "synth.distinct_cells": 10,
        "simple_gate_area_frac": 0.0485,
        "synthTopLogicFamily": "multiplexers",
        "ys.flops": 44,
        "mux_share": 0.232,
        "synth_area_um2": 2090,
        "yosys_cells": 150,
        "adder_share": 0,
        "syn_avg_cell_area_um2": 13.9,
        "syn_inst": 150,
        "postSynthSeqShare": 0.527,
        "synth-compound-area-share": 0,
        "yosys_warnings": 1,
    },
}
cell usage after synthesis (all sizes together):
cell | instances | area share
dfrtp | 44 | 0.53
mux2 | 43 | 0.23
xor2 | 43 | 0.18
nor4 | 10 | 0.033
buf | 5 | 0.012
nand4 | 2 | 0.0060
nor3 | 2 | 0.0072
nand3 | 1 | 0.0024
stage by stage:
step              power [mW]  setup TNS (ns)  cell area, µm²  std cells  hold slack (ns)
floorplan               1.57               0            2090        150          0.00441
global placement        2.14          -0.290            3580        343            0.295
cells by family after synthesis:
group / Yosys count
XOR/XNOR: 43
buffers and inverters: 5
flip-flops: 44
multiplexers: 43
AND/OR/NAND/NOR: 15
No activity file was given, so power comes from the tool's default toggle rates.
